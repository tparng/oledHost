[design/flow/config.mk]
export PLATFORM = sky130hd
export DESIGN_NAME = SpiCtrl
export DESIGN_NICKNAME = SpiCtrl
export VERILOG_FILES = /design/flow/design.v
export SDC_FILE = /design/flow/constraint.sdc
export NUM_CORES = 4
export LEC_CHECK = 1
export CORE_AREA = 10 10 92 92
export DIE_AREA = 0 0 102 102
[design/flow/constraint.sdc]
current_design SpiCtrl

set clk_period 2.1
set clk_io_pct 0.2

create_clock -name clk0 -period $clk_period [get_ports {clk}]

set non_clock_inputs [all_inputs -no_clocks]
set_input_delay [expr $clk_period * $clk_io_pct] -clock clk0 $non_clock_inputs
set_output_delay [expr $clk_period * $clk_io_pct] -clock clk0 [all_outputs]
[design/flow/design.v]
package wide_alu_pkg;
    typedef enum logic[2:0] {
                             ADD = 0,
                             SUB = 1,
                             MUL = 2,
                             XOR = 3,
                             AND = 4,
                             OR  = 5
                             } optype_e;
    typedef enum logic[1:0] {IDLE         = 0,
                             PENDING      = 1,
                             ERROR_WRITE  = 2,
                             ERROR_OPCODE = 3} status_e;
endpackage : wide_alu_pkg
`timescale 1ns / 1ps
module SpiCtrl (
    input        clk,
    input        send_start,
    input  [7:0] send_data,
    output       send_ready,
    output       nCS,
    output       SDO,
    output       SCLK
);
    localparam  Idle   = 0,
                Send   = 1,
                HoldCS = 2,
                Hold   = 3;
    localparam  COUNTER_MID = 4,
                COUNTER_MAX = 9,
                SCLK_DUTY = 5;
    reg [2:0]   state = Idle;
    reg [7:0]   shift_register=0;
    reg [3:0]   shift_counter=0;
    reg [4:0]   counter=0;
    reg         temp_sdo;
    assign SCLK = (counter < SCLK_DUTY) | nCS;
    assign SDO = temp_sdo | nCS | (state == HoldCS ? 1'b1 : 1'b0);
    assign nCS = (state != Send && state != HoldCS) ? 1'b1 : 1'b0;	 
    assign send_ready = (state == Idle && send_start == 1'b0) ? 1'b1 : 1'b0;
    always@(posedge clk)
        case (state)
        Idle: begin
            if (send_start == 1'b1)
                state <= Send;
        end
        Send: begin
            if (shift_counter == 8 && counter == COUNTER_MID) begin
                state <= HoldCS;
            end
        end
        HoldCS: begin
            if (shift_counter == 4'd3)
                state <= Hold;
        end
        Hold: begin
            if (send_start == 1'b0)
                state <= Idle;
        end
        endcase
    always@(posedge clk)
        if (state == Send && ~(counter == COUNTER_MID && shift_counter == 8)) begin
            if (counter == COUNTER_MAX)
                counter <= 0;
            else
                counter <= counter + 1'b1;
        end else
            counter <= 'b0;
    always@(posedge clk)
        if (state == Idle) begin
            shift_counter <= 'b0;
            shift_register <= send_data;
            temp_sdo <= 1'b1;
        end
        else if (state == Send) begin
            if (counter == COUNTER_MID) begin
                temp_sdo <= shift_register[7];
                shift_register <= {shift_register[6:0], 1'b0};
                if (shift_counter == 4'b1000)
                    shift_counter <= 'b0;
                else
                    shift_counter <= shift_counter + 1'b1;
            end
        end
        else if (state == HoldCS) begin
            shift_counter <= shift_counter + 1'b1;
        end
endmodule
[design/flow/run.sh]
#!/bin/bash
# OpenROAD 26Q1-2900-gdf79404cd8, Yosys 0.63+post, stock flow scripts
make -C /OpenROAD-flow-scripts/flow DESIGN_CONFIG=/design/flow/config.mk WORK_HOME=/design/flow/orfs finish
==> flow_summary.ini <==
; implementation run metrics
[placement]
portBuffers = 13
dp_cells = 188
gp_congestion = 0.826
dpl_cell_area_um2 = 1320
dp_hpwl_um = 1480

[synth]
ys_async_sr_fraction_pct = 0
yosysChipArea_um2 = 1080
synth.most_common_cell = inv_1
synth_seq_share_pct = 46.2
topCellsByArea = edfxtp_1 28%, dfxtp_1 18%, ha_1 12%
synth_area_um2 = 1080
synth_cell_types = 33
synth_top_cell_by_area = edfxtp_1
edf_count = 10
syn_inst = 98
top_area_share_pct = 27.7
ys_warn_count = 1
avgSynthCellArea_um2 = 11.1
ys_ff = 20
ys_cells = 98
yosys_most_used_dff = edfxtp_1
common_cells = 11 x inv_1, 10 x dfxtp_1, 10 x edfxtp_1, 10 x ha_1

[floorplan]
ios = 14
fp_util_pct = 16.8
die_h_um = 102
core_um2 = 6460
die_w_um = 102
die_area_um2 = 10400
fp-row-count = 29

[finish]
finalNonFillerCells = 196
fillers = 682
final-seq-area_um2 = 500
drive_above_1_share_pct = 21.0
final_cell_area_um2 = 1410
logic_area_um2 = 554
syn_to_final_growth_pct = 30.4

[routing]
wl_per_cell_um = 9.86
routed_via_density = 3.72
antenna_cells_inserted = 0
wl_um = 1930
num_vias = 730
ant_nets = 0
drt-pass1-iter-count = 4
post-route-drc-count = 0
drt_iter0_drc = 22

[clock_network]
h-tree-depth = 1
cts_buffers = 3
cts_sinks = 20
cts_tree = built
root_buffer = clkbuf_8
clock_latency_ns = 0.25
clk_pin_slew_worst_paths_ns = 0.07
cts_buffer_depth = 2

[sta]
timing.max_slew.rel_slack_pct = 74.1
worst-slew-pin-transition_ns = 0.387
holdWs_ns = 0.462
drv_slew = 0
fmax_mhz = 507
rsz0062_at_grt = false
fin_skew_ns = 0.00348
setup_viol = 0
min_period_ns = 1.97
finalSetupTns_ns = 0
fin_crit_sh_pct = 93.9
finalHoldViolations = 0

[worst_setup_path]
cp.arrival_ns = 1.55
crit_slowest_cell = clkdlybuf4s50_1
worstPathCellList = o21a_1, o31ai_2, clkdlybuf4s50_1
path_delay_family = buffers and inverters
criticalPathCategory = reg -> out
critical_path_required_ns = 1.68
crit_path_start_kind = flop
crit_buf_inv = 1
crit_path_max_fanout = 6
cp_slowest_stage_delay_ns = 0.51
crit_path_end_kind = output port

[pwr]
combPwrFrac_pct = 46.7
power_leakage_nw = 0.506
power_w = 0.00170
p_int_w = 0.00113
p_seq_share_pct = 38.6
p_switching_w = 0.000568
power_density_nw_per_um2 = 1200
swShare_pct = 33.5
ir_worst_vdd_v = 0.000283
power_frac_clock_pct = 14.7

[global_route]
grt_max_degree = 14
grt_pass1_vias = 738
grt_usage_pct = 3.92
grt.overflow.total = 0
grt_pass1_wl_um = 3380
antenna_found_initial = 0

[job]
max_cap_violations = 0
warnings = 32

[status]
status = completed

[hold_path]
holdCritPathClass = reg -> reg
-- kinds of logic after synthesis --
family          after synthesis  synth area share, %
mux                           9                 9.24
simple gates                 28                 15.9
buf+inv                      13                 4.50
fa+ha+maj                    10                 11.5
xor+xnor                      3                 2.43
flops                        20                 46.2
compound gates               15                 10.2
-- layer usage --
metal	track usage, %	routed length (µm)	vias to the layer above
met5	0	0	-
li1	-	-	390
met3	1.77	134	0
met2	5.98	814	15
met4	0.108	0	0
met1	5.33	984	325
-- sequential cells by signal (all words and copies together), names as in the netlist --
signal          count
counter             5
state               2
shift_register      8
shift_counter       4
temp_sdo            1
-- worst paths after layout --
| path | start | endpoint | slack, ns | cells after the start |
|---|---|---|---|---|
| setup / recovery | counter[0] | SCLK | 0.13 | 3 |
| hold / removal | temp_sdo | temp_sdo | 0.46 | 1 |
| setup reg to reg | state[1] | shift_counter[3] | 0.42 | 7 |
| hold reg to reg | temp_sdo | temp_sdo | 0.46 | 1 |
-- power by group through the flow --
| stage | logic [W] | clock network (W) | registers, W |
|---|---|---|---|
| after CTS | 0.000804 | 0.000261 | 0.000656 |
| final | 0.000791 | 0.000249 | 0.000655 |
| after global routing | 0.000904 | 0.000279 | 0.000675 |
-- cells in the final DEF (no fill, tap or decap), types with 2 or more instances in the layout --
cell type and count:
mux2_2 8, nor2b_1 2, nor2_1 8, clkbuf_8 3, nand3_1 3, inv_2 2, ha_1 8, clkdlybuf4s50_1 12
edfxtp_1 10, buf_4 6, nand2_1 5, o21ai_0 2, a211oi_1 4, inv_1 9, dfxtp_1 10, and3_1 2
xor2_1 2
-- through the flow --
| stage | util [%] | worst slack, ns |
|---|---|---|
| floorplan | - | 0.437 |
| global placement | 20.4 | 0.125 |
| detailed placement | 20.4 | 0.0722 |
| CTS | 21.9 | 0.0564 |
| global route | 21.9 | 0.0157 |
| finish | 21.9 | 0.128 |
-- layout make-up --
class / count / share of cell area (%)
clock buffers: 4 / 3.19
multi-input cells: 65 / 39.2
well taps: 77 / 6.82
inverters: 11 / 2.92
repair buffers: 19 / 12.4
flip-flops and latches: 20 / 35.4
-- what timing repair did --
| item | in CTS | in global routing |
|---|---|---|
| endpoints found under the setup margin | 2 | 1 |
| buffers inserted | 4 | 0 |
| hold buffers | 0 | 0 |
| gates resized | 6 | 1 |
| pin swaps | 0 | 2 |
Power is estimated from default activity; no workload was simulated.
